File: flow/run.sh
#!/bin/bash
# OpenROAD 26Q1-2900-gdf79404cd8, Yosys 0.63+post, stock flow scripts
make -C /OpenROAD-flow-scripts/flow DESIGN_CONFIG=/design/flow/config.mk WORK_HOME=/design/flow/orfs finish
File: flow/config.mk
export PLATFORM = sky130hd
export DESIGN_NAME = FibNumberGenerator
export DESIGN_NICKNAME = FibNumberGenerator
export VERILOG_FILES = /design/flow/design.v
export SDC_FILE = /design/flow/constraint.sdc
export NUM_CORES = 4
export LEC_CHECK = 1
export CORE_UTILIZATION = 40
File: flow/constraint.sdc
current_design FibNumberGenerator

set clk_period 2.6
set clk_io_pct 0.2

create_clock -name clk0 -period $clk_period [get_ports {clk}]

set non_clock_inputs [all_inputs -no_clocks]
set_input_delay [expr $clk_period * $clk_io_pct] -clock clk0 $non_clock_inputs
set_output_delay [expr $clk_period * $clk_io_pct] -clock clk0 [all_outputs]
File: flow/design.v
module FibNumberGenerator(
	input clk, reset, go, 
	input [4:0] numberIn,
	output done,
	output [15:0] numberOut
	);
	wire [15:0] counter;
	wire [4:0] count_to;
	wire mux_sel, counter_enb, count_en, cu_reset;
	dataPath dp(clk, reset, cu_reset, mux_sel, go, counter_enb, count_en, numberIn, count_to, counter, numberOut);
	controlUnit cu(clk, reset, go, counter, count_to, cu_reset, mux_sel, counter_enb, count_en, done);
endmodule
module MUX2_16bit(in0, in1, sel, out);
	input sel;
	input [15:0] in0, in1;
	output reg [15:0] out;
	always @(*) begin
		if (sel == 1'b0)
			out = in0;
		else
			out = in1;
	end
endmodule
module adder_16bit(x, y, res);
	input   [15:0] x, y;
	output  [15:0] res;
	assign res = x+y;
endmodule
module controlUnit(
	input clk, reset, load_input,
	input [4:0] counter, count_to,
	output reg internal_reset, mux_sel, load_output, counter_enb, done);
	reg[1:0] state;
	reg[1:0] nextState;
	initial begin
		state <= 0;
	end
	always @(posedge clk or negedge reset) begin
		if(~reset) begin									 
			state <= 0;
		end
		else begin											 
			state <= nextState;
		end
	end
	always @(*) begin
		mux_sel = 1; 										 
		internal_reset = 1;								 
		load_output = 0;
		counter_enb = 0; 
		done = 0;
		case (state)
			0: begin
				if (load_input) begin
					internal_reset = 0; 					 
					nextState = state + 1;
				end
				else 
					nextState = state;
			end
			1: begin
				mux_sel = 1;								 
				internal_reset = 1;						 
				counter_enb = 1;							 
				nextState = state + 1;
			end
			2: begin
				mux_sel = 0;								 
				counter_enb = 1;
				if(counter == count_to) begin			 
					load_output = 1;
					nextState = state + 1; 
				end
				else
					nextState = state;
			end
			3: begin
				done = 1;				
				nextState = 0;
			end
		endcase
	end
endmodule
module counter_5bit(clk, reset, count_en, count);
	input clk, reset, count_en;
	output reg [4:0] count;
	always @(posedge clk or negedge reset) begin
		if(~reset)
			count <= 0;
		else
			if(count_en)
				count <= count + 1'b1;
	end
endmodule
module dataPath(
	input clk, usr_reset, cu_reset, first_time, load_input, load_output, counter_enb,
	input [4:0] numberIn,
	output [4:0] count_to,
	output [4:0] count,
	output [15:0] nth_fib 
	);
	wire [15:0] sum;	
	wire [15:0] mux0_out;
	wire [15:0] mux1_out;
	wire [15:0] current_val;
	wire [15:0] prev_val;
	localparam [15:0] mux0_in1=1;
	localparam [15:0] mux1_in1=0;
	register_5bit input_reg(clk, usr_reset, load_input, numberIn, count_to); 
	register_16bit output_reg(clk, usr_reset, load_output, current_val, nth_fib); 
	counter_5bit counter(clk, usr_reset&cu_reset, counter_enb, count); 
	register_16bit current_reg(clk, usr_reset&cu_reset, 1'b1, sum, current_val); 
	register_16bit prev_reg(clk, usr_reset&cu_reset, 1'b1, current_val, prev_val);
	MUX2_16bit mux0(current_val, 1'b0 ,first_time, mux0_out); 
	MUX2_16bit mux1(prev_val, 1'b1 ,first_time, mux1_out);
	adder_16bit adder(mux0_out, mux1_out, sum);
endmodule
module register_16bit(clk, reset, load, d, q);
	input clk, reset, load;
	input  [15:0] d;
	output reg [15:0] q;
	always @(posedge clk or negedge reset) begin
		if(~reset)
			q <= 0;
		else
			if(load)
				q <= d;
	end
endmodule
module register_5bit(clk, reset, load, d, q);
	input clk, reset, load;
	input  [4:0] d;
	output reg [4:0] q;
	always @(posedge clk or negedge reset) begin
		if(~reset)
			q <= 0;
		else
			if(load)
				q <= d;
	end
endmodule
==> qor.csv <==
stage;metric;value;unit
sta;setup violators final;0;
run_status;status;finished clean;
floorplan;num rows;30;
worst_setup_path;cell mode on critical path;ha_1;
synth;Synth logic family;simple AND/OR/NAND/NOR gates;
power_and_ir_drop;power per standard cell area;791;nW/µm²
placement;Placed Instances;365;
route;DR WL/cell;12.9;µm
power_and_ir_drop;Pleak;1.81;nW
synth;Compound Share, Synth;0.0816;
sta;RSZ-0062 raised after global routing;true;
placement;HPWL after detailed placement;3370;µm
floorplan;CORE AREA;6940;µm²
cts;hold buffer count at cts;0;
sta;minimum clock period after layout;2.47;ns
synth;# Cells Yosys;246;
worst_setup_path;Worst Path Required;2.81;ns
route;n_diodes;0;
cells_and_area;post-route design area;3630;µm²
placement;pre-CTS WS;0.0477;ns
sta;Hold WS;0.387;ns
synth;mapped cell area;2950;µm²
power_and_ir_drop;maximum VDD drop;409;µV
cts;Max clock buf depth;2;
route;final wirelength;4940;µm
sta;Worst Slack Setup Final;0.132;ns
sta;relative slew slack;0.692;
synth;Unique cell types;30;
route;Final ANT Viol Nets;0;
synth;top cells by area;dfrtp_1, ha_1, and2_1, mux2_2, mux2_4;
synth;Primary FF master, synth;dfrtp_1;
sta;Worst-Margin Slew;0.463;ns
route;DRT iter0 DRCs;33;
worst_setup_path;FF-to-FF Start;cu.state[0];
global_route;global route total overflow;0;
global_route;first-pass GRT wire length;8640;µm
synth;Max-area cell share;0.510;
synth;FFs w/ async S/R, synth;1.00;
cts;clock-pin slew on the worst setup and hold paths;0.06;ns
worst_setup_path;worst path buffer plus inverter count;2;
worst_setup_path;FF-to-FF setup slack;0.13;ns
worst_setup_path;CP startpoint;cu.state[0];
cts;Latency at later pin;0.33;ns
global_route;initial antenna violation count;0;
floorplan;Die Span X;87.8;µm
cells_and_area;fraction of layout instances using a drive strength above 1;0.210;
sta;Max Freq;405;MHz
cts;H-tree depth;3;
hold_path;Worst Hold Class;reg2reg;
placement;IO Port Bufs;24;
placement;post-placement cell area;3340;µm²
route;drt pass-1 iters;4;
placement;routability cong.;0.802;
cts;clock sink total;60;
cts;CTS tree;built;
worst_setup_path;Largest delay share family, worst path;AND-OR/OR-AND gates;
sta;Final Max-Slew Violation Tally;0;
floorplan;full die area;7710;µm²
floorplan;num ports;25;
synth;Syn. warnings;7;
synth;Synth area leader;dfrtp_1;
worst_setup_path;crit path DAT;2.68;ns
worst_setup_path;Cell Chain, Critical Path;inv_1, ha_1, buf_4, and2_1, ha_1, o211ai_1, o21ai_0, a41oi_1, o221ai_1, xnor2_1;
global_route;largest net degree at the start of global routing;38;
worst_setup_path;Crit Reg-Reg Endpoint;dp.current_reg.q[13];
global_route;GRT Util Overall;0.148;
worst_setup_path;crit-path max FO;11;
cts;CTS buffer count;9;
cells_and_area;Area Overhead vs Synth;23.3;%
worst_setup_path;crit start category;register;
synth;MUX area fraction;0.105;
worst_setup_path;reg2reg path depth;10;
worst_setup_path;WP depth;10;
cells_and_area;Non-Filler Instances;382;
synth;yosys adder share;0.0918;
worst_setup_path;CP max stage cell;dfrtp_1;
synth;flip-flops with a built-in enable;0;
run;OpenROAD warnings;29;
sta;post-route clock period utilization;0.949;
worst_setup_path;crit end category;register;
synth;synthesis area per yosys;2950;µm²
run;# Max-Cap Violations;0;
global_route;vias in the first global route;1823;
worst_setup_path;crit path capture;dp.current_reg.q[13];
worst_setup_path;Worst path max stage delay;0.37;ns
route;Avg Vias per Cell;4.75;
cts;Clk Tree Root Cell;clkbuf_8;
floorplan;Die H;87.8;µm
synth;simple share;0.112;
cells_and_area;tally of filler cells in the layout;581;
synth;xor and xnor area share after synthesis;0.0714;
synth;Synth Seq Share;0.510;
route;DRC Markers;0;
worst_setup_path;Worst Setup Path Type;reg2reg;
sta;final tally of hold violations;0;
synth;Mean Syn Cell Area;12.0;µm²
route;routed vias;1815;
sta;total negative setup slack;0;ns
synth;Post-synth regs;60;
synth;cells after synthesis;246;
floorplan;fp util;0.424;
sta;clk_skew;0.00704;ns
## layout make-up
class / count / area (µm²) / share of cell area
clock buffers: 12 / 155 / 0.0427
clock inverters: 4 / 95.1 / 0.0262
inverters: 12 / 45.0 / 0.0124
multi-input cells: 165 / 1410 / 0.388
flip-flops and latches: 60 / 1500 / 0.413
well taps: 96 / 120 / 0.0331
repair buffers: 33 / 308 / 0.0847
## cells in the mapped netlist (5+ instances only)
master    instances
a21oi_1          15
and2_1           27
clkbuf_1          8
dfrtp_1          60
ha_1             20
inv_1            12
mux2_2           14
mux2_4           10
nand2_1          16
nand4_1           5
o21ai_0           7
xnor2_1          14
xor2_1           10
## through the flow
| step | power (W) | util |
|---|---|---|
| after detailed placement | 0.00185 | 0.480 |
| after floorplan | 0.00163 | - |
| final | 0.00287 | 0.523 |
| after CTS | 0.00290 | 0.516 |
| after global routing | 0.00307 | 0.523 |
| after global placement | 0.00184 | 0.480 |
## kinds of logic (layout without fill, tap and decap cells)
family | count (synthesis) | count (layout)
mux | 24 | 24
flops | 60 | 60
fa+ha+maj | 21 | 21
buf+inv | 21 | 61
compound gates | 39 | 39
simple gates | 57 | 57
xor+xnor | 24 | 24
## power breakdown
| group | internal (W) | leakage [nW] | switching [W] |
|---|---|---|---|
| combinational | 0.000344 | 0.879 | 0.000343 |
| sequential | 0.00105 | 0.800 | 0.000100 |
| clock | 0.000688 | 0.127 | 0.000342 |
| total | 0.00209 | 1.81 | 0.000786 |
## layer usage
layer / wire, µm / up-vias / global-route usage
li1: - / 911 / -
met1: 2610 / 852 / 0.255
met2: 1990 / 42 / 0.200
met4: 110 / 0 / 0.0283
met3: 227 / 10 / 0.0315
met5: 0 / - / 0
## state kept, by name, indices dropped and copies added (netlist names)
name,count
dp.counter.count,5
dp.output_reg.q,16
cu.state,2
dp.input_reg.q,5
dp.current_reg.q,16
dp.prev_reg.q,16
## cells in the final DEF (no fill, tap or decap), types with 2 or more instances in the layout
cell / count
a21oi_2: 2
buf_4: 9
xnor2_1: 14
dfrtp_1: 60
and2_1: 27
xor2_1: 10
bufinv_16: 3
a21oi_1: 13
a21o_1: 3
o21bai_1: 3
clkdlybuf4s50_1: 24
nand4_1: 5
o211ai_1: 3
inv_1: 12
nor2_1: 3
o21ai_0: 5
mux2_2: 14
nand2b_1: 2
ha_1: 19
nand2_1: 16
clkbuf_8: 11
mux2_4: 10
## repair_timing
item,CTS,global route
setup endpoints to repair,0,8
resized,0,10
endpoints found under the hold margin,0,0
buffers inserted,0,1
## worst min path at each step
stage,startpoint,end,slack [ns],cells after the start
finish,dp.current_reg.q[12],dp.prev_reg.q[12],0.39,0
global route,dp.current_reg.q[10],dp.prev_reg.q[10],0.40,0
CTS,dp.current_reg.q[12],dp.prev_reg.q[12],0.39,0
Power and IR drop assume default switching activity.
